[flow/constraint.sdc]
current_design player

set clk_period 21.2
set clk_io_pct 0.2

create_clock -name clk0 -period $clk_period [get_ports {clk}]

set non_clock_inputs [all_inputs -no_clocks]
set_input_delay [expr $clk_period * $clk_io_pct] -clock clk0 $non_clock_inputs
set_output_delay [expr $clk_period * $clk_io_pct] -clock clk0 [all_outputs]
[flow/config.mk]
export PLATFORM = sky130hd
export DESIGN_NAME = player
export DESIGN_NICKNAME = player
export VERILOG_FILES = /design/flow/design.v
export SDC_FILE = /design/flow/constraint.sdc
export NUM_CORES = 4
export LEC_CHECK = 1
export CORE_UTILIZATION = 30
[flow/design.v]
`timescale 1ns / 1ps
module clk_div(
    input wire clk,               
    input wire rst,               
    output reg [31:0] clk_div     
    );
    always @ (posedge clk or negedge rst)
        if (!rst)
            clk_div <= 32'b0;
        else
            clk_div <= clk_div + 1;
endmodule
`timescale 1ns / 1ps
module player(
	input wire clk,
	input wire rst,
	input wire ps2_clk,      
   input wire ps2_data,     
	input wire is_player,
	input wire have_chess,
	output reg [224:0] disp,
	output reg [3:0] choose_row,
	output reg [3:0] choose_col,
	output reg pressed
    );
	wire [31:0] clk_div; 
	wire [3:0] whichkey;
	reg [3:0] last_key;
	clk_div
		divider(
			.clk(clk),
         .rst(rst),
         .clk_div(clk_div)
		);
	 ps2_input
		  myinput(
            .clk_slow(clk_div[16]),
            .clk_fast(clk_div[6]),
            .rst(rst),
            .ps2_clk(ps2_clk),
            .ps2_data(ps2_data),
            .key_up(key_up),
            .key_down(key_down),
            .key_left(key_left),
            .key_right(key_right),
            .key_ok(key_ok),
            .key_switch(key_switch),
				.whichkey(whichkey)
			);
	always@(posedge clk or negedge rst) begin
		if(!rst) begin
			disp = 225'b0;
			choose_row <= 4'd7;
			choose_col <= 4'd7;
			last_key <= 4'b0;
			pressed <= 1'b0;
		end
		else if(is_player&&whichkey!=last_key) 
			case(whichkey)
				4'd1:begin
						if(choose_row>=4'd1)
							choose_row <= choose_row-4'd1;
						last_key <= whichkey;
						pressed <= 1'b0;
					end
				4'd2:begin
						if(choose_row<=4'd13)
							choose_row <= choose_row+4'd1;
						last_key <= whichkey;
						pressed <= 1'b0;
					end
				4'd3:begin
						if(choose_col>=4'd1)
							choose_col <= choose_col-4'd1;
						last_key <= whichkey;
						pressed <= 1'b0;
					end
				4'd4:begin
						if(choose_col<=4'd13)
							choose_col <= choose_col+4'd1;
						last_key <= whichkey;
						pressed <= 1'b0;
					end
				4'd5:begin
						if(!have_chess&&!disp[choose_row*15+choose_col])begin
							disp[choose_row*15+choose_col] = 1;
							pressed <= 1'b1;
						end
						last_key <= whichkey;
					end
				default: begin
					last_key <= whichkey;
					pressed <= 1'b0;
				end
			endcase	
	end
endmodule
`timescale 1ns / 1ps
module ps2_input(
    input wire clk_slow,       
    input wire clk_fast,       
    input wire rst,            
    input wire ps2_clk,        
    input wire ps2_data,       
    output wire key_up,        
    output wire key_down,      
    output wire key_left,      
    output wire key_right,     
    output wire key_ok,        
    output wire key_switch,     
	 output reg [3:0] whichkey
    );
    wire [8:0] crt_data;     
    reg [1:0] key_up_state, key_down_state, key_left_state,
              key_right_state, key_ok_state, key_switch_state;
    assign key_up = key_up_state[0] & ~key_up_state[1];
    assign key_down = key_down_state[0] & ~key_down_state[1];
    assign key_left = key_left_state[0] & ~key_left_state[1];
    assign key_right = key_right_state[0] & ~key_right_state[1];
    assign key_ok = key_ok_state[0] & ~key_ok_state[1];
    assign key_switch = key_switch_state[0] & ~key_switch_state[1];
	 initial begin whichkey <= 4'h0;
	 end
    ps2_scan
        scanner(
            .clk(clk_fast),
            .rst(rst),
            .ps2_clk(ps2_clk),
            .ps2_data(ps2_data),
            .crt_data(crt_data)
        );
    always @ (posedge clk_slow or negedge rst)
        if (!rst) begin
            key_up_state <= 2'b0;
            key_down_state <= 2'b0;
            key_left_state <= 2'b0;
            key_right_state <= 2'b0;
            key_ok_state <= 2'b0;
            key_switch_state <= 2'b0;
        end
        else begin
            key_up_state <= {key_up_state[0], crt_data == 9'h175};
            key_down_state <= {key_down_state[0], crt_data == 9'h172};
            key_left_state <= {key_left_state[0], crt_data == 9'h16b};
            key_right_state <= {key_right_state[0], crt_data == 9'h174};
            key_ok_state <= {key_ok_state[0], crt_data == 9'h029};
            key_switch_state <= {key_switch_state[0], crt_data == 9'h014};
				if (key_up_state[0] | key_up_state[1]) whichkey <= 4'h1;
				else if (key_down_state[0] | key_down_state[1]) whichkey <= 4'h2;
				else if (key_left_state[0] | key_left_state[1]) whichkey <= 4'h3;
				else if (key_right_state[0] | key_right_state[1]) whichkey <= 4'h4;
				else if (key_ok_state[0] | key_ok_state[1]) whichkey <= 4'h5;
				else if (key_switch_state[0] | key_switch_state[1]) whichkey <= 4'h6;
				else whichkey <= 4'h0;
        end
endmodule
`timescale 1ns / 1ps
module ps2_scan(
    input wire clk,               
    input wire rst,               
    input wire ps2_clk,           
    input wire ps2_data,          
    output reg [8:0] crt_data     
    );
    reg [1:0] ps2_clk_state;     
    wire ps2_clk_neg;            
    assign ps2_clk_neg = ~ps2_clk_state[0] & ps2_clk_state[1];
    reg [3:0] read_state;
    reg [7:0] read_data;
    reg is_f0, is_e0;
    always @ (posedge clk or negedge rst)
        if (!rst)
            ps2_clk_state <= 2'b0;
        else
            ps2_clk_state <= {ps2_clk_state[0], ps2_clk};
    always @ (posedge clk or negedge rst) begin
        if (!rst) begin
            read_state <= 4'b0;
            read_data <= 8'b0;
            is_f0 <= 1'b0;
            is_e0 <= 1'b0;
            crt_data <= 9'b0;
        end
        else if (ps2_clk_neg) begin
            if (read_state > 4'b1001)
                read_state <= 4'b0;
            else begin
                if (read_state > 4'b0 && read_state < 4'b1001)
                    read_data[read_state - 1] <= ps2_data;
                read_state <= read_state + 1'b1;
            end
        end
        else if (read_state == 4'b1010 && |read_data) begin
            if (read_data == 8'hf0)
                is_f0 <= 1'b1;
            else if (read_data == 8'he0)
                is_e0 <= 1'b1;
            else
                if (is_f0) begin
                    is_f0 <= 1'b0;
                    is_e0 <= 1'b0;
                    crt_data <= 9'b0;
                end
                else if (is_e0) begin
                    is_e0 <= 1'b0;
                    crt_data <= {1'b1, read_data};
                end
                else
                    crt_data <= {1'b0, read_data};
            read_data <= 8'b0;
        end
    end
endmodule
[flow/run.sh]
#!/bin/bash
# OpenROAD 26Q1-2900-gdf79404cd8, Yosys 0.63+post, stock flow scripts
make -C /OpenROAD-flow-scripts/flow DESIGN_CONFIG=/design/flow/config.mk WORK_HOME=/design/flow/orfs finish
==> out/results.tsv <==
metric	value	unit
first-pass GRT wire length	74350	um
die area	50310	sq um
Final Hold Fails	0	
yosys cell count	1216	
area grow syn2layout	26.00	%
status	finished clean	
Area after DPL	17830	sq um
Die X-Extent	224.3	um
endpoints left unconstrained	43	
CTS Buf Count	28	
WL/cell	23.36	um
GRT overflow	0	
final tally of setup violations	0	
CP Max Fanout	153	
Hold-fix buffers, CTS	0	
post-CTS resize count	0	
CTS tree	done	
number of global-route vias before repair	11540	
fillers	4724	
Avg Inst Size Synth	12.19	sq um
Commonest flop	dfrtp_1	
Syn Std Cell Area	14820	sq um
number of buffers added on ports	239	
core area	48850	sq um
Synth async-reset ratio	98.98	%
Yosys reg bits	294	
Routed Antenna Nets	0	
Worst-path clk slew	0.06	ns
Rows	81	
critical path startpoint category	flip-flop	
max frequency	0.1528	GHz
Distinct lib cells used	64	
drt pass-1 iters	7	
largest net degree at the start of global routing	154	
number of flops mapped to enable cells by yosys	3	
Yosys chip area	14820	sq um
Pins Over Slew Limit	0	
Required @ worst endpoint	21.68	ns
initial antenna violation count	1	
worst skew pair latency	0.56	ns
DRC violations left	0	
Worst Setup SP	choose_row[1]$_DFFE_PN1P_	
Via density	5.462	
worst slew pin tran	0.8823	ns
register pins left without a clock	40	
setup TNS	0	ns
stage-log warning count	48	
Max-slew headroom	40.97	%
DIE HEIGHT	224.3	um
n_diodes	0	
root buf cell	clkbuf_16	
clock skew	0.02340	ns
type of the worst min-delay path	flip-flop to flip-flop	
critical hold path startpoint	divider.clk_div[9]$_DFF_PN0_	
routability cong.	0.9114	
Syn Inst Count	1216	
Via Count	11530	
Crit. End Element	flip-flop	
Initial DRC Count	859	
RSZ-0062 raised after global routing	false	
Max-Cap Viols	0	
reg2reg start	choose_row[1]$_DFFE_PN1P_	
Worst Path Arrival	7.02	ns
layout cell share with drive strength beyond 1	13.82	%
Final Cell Area	18680	sq um
crit share post-route	30.87	%
Post-synth seq share	49.78	%
fp util	30.35	%
post-DP HPWL	35110	um
H-tree depth	1	
maximum root-to-sink buffer count	3	
boundary pin count	240	
final WL	49300	um
fin crit period	6.545	ns
Setup Fix Bufs, Post-CTS	0	
WS Path Type	flip-flop to flip-flop	
Global Route Usage Sum	20.41	%
yosys warns	10	
[registers in the layout (all words and copies together), names as in the netlist, 3 cells and up]
| signal | count |
|---|---|
| disp | 225 |
| divider.clk_div | 17 |
| myinput.scanner.crt_data | 9 |
| myinput.scanner.read_data | 8 |
| choose_col | 4 |
| choose_row | 4 |
| myinput.scanner.read_state | 4 |
| last_key | 3 |
| myinput.whichkey | 3 |
[placed cells by master (no fill, tap or decap), types with 20 or more instances in the layout]
cell type and n:
dfrtp_1 285, clkdlybuf4s50_1 238, a31o_1 156, nor2_1 76
nand2_1 69, mux4_2 58, ha_1 44, a31o_2 37
buf_4 35, inv_1 33, a41o_1 33, nand3_1 31
nor3_1 31, clkbuf_16 28, xnor2_1 27, o21ai_0 24
a21oi_1 21, and3_1 20
[area by class of cell]
class / count / area [sq um] / share of cell area [%]
repair buffers: 275 / 2680 / 14.35
clock buffers: 37 / 764.5 / 4.093
multi-input cells: 798 / 6809 / 36.45
inverters: 34 / 127.6 / 0.6832
flip-flops and latches: 294 / 7380 / 39.51
clock inverters: 9 / 87.58 / 0.4689
well taps: 664 / 830.8 / 4.448
[metal layers]
layer	global-route usage, %	vias to the layer above	wire (um)
met2	28.80	556	21540
li1	-	5056	-
met4	6.232	2	1796
met5	0	-	9
met1	28.91	5818	20320
met3	9.190	98	5640
[path summary, 6_finish.rpt]
check / end / slack (ns) / cells after the start
worst max register to register: disp[69]$_DFFE_PN0P_ / 14.66 / 17
min in group asynchronous: disp[78]$_DFFE_PN0P_ / 3.65 / 1
worst min-delay path: divider.clk_div[9]$_DFF_PN0_ / 0.47 / 1
worst min register to register: divider.clk_div[9]$_DFF_PN0_ / 0.47 / 1
worst max-delay path: disp[69]$_DFFE_PN0P_ / 14.66 / 17
max in group asynchronous: divider.clk_div[6]$_DFF_PN0_ / 15.66 / 3
[metrics by stage]
stage               cells  util, %  setup WS, ns  hold slack, ns
floorplan            1216        -         15.91          0.4312
global placement     2065    36.49         14.27          0.4533
detailed placement   2065    36.49         14.22          0.4567
CTS                  2111    38.24         14.71          0.4677
global route         2111    38.24         14.37          0.4806
finish               2111    38.24         14.66          0.4669
[critical path, cell delays in order (launching register included)]
cell	delay [ns]
dfstp_2	0.66
fa_1	0.49
inv_1	0.09
fa_1	0.42
fa_1	0.50
inv_1	0.04
ha_1	0.46
a21oi_1	0.14
o21ba_2	0.26
xor2_2	0.19
buf_4	0.23
a2111oi_0	0.63
a31oi_1	0.09
a32o_1	0.28
a32oi_1	0.24
o21a_4	0.73
buf_12	0.51
a31o_2	0.27
[synth_stat cells (6+ instances only)]
cell / number / area (sq um)
dfrtp_1: 285 / 7132
a31o_1: 156 / 1366
nor2_1: 76 / 285.3
nand2_1: 69 / 259.0
mux4_2: 58 / 1306
ha_1: 46 / 575.6
a31o_2: 37 / 324.1
a41o_1: 33 / 330.3
clkbuf_1: 33 / 123.9
inv_1: 33 / 123.9
nand3_1: 31 / 155.2
nor3_1: 31 / 155.2
xnor2_1: 27 / 236.5
o21ai_0: 24 / 120.1
a21oi_1: 21 / 105.1
and3_1: 20 / 125.1
buf_6: 20 / 225.2
buf_2: 19 / 95.09
xor2_1: 14 / 122.6
buf_1: 13 / 48.80
nand2b_1: 13 / 81.33
and2_1: 12 / 75.07
a31oi_1: 11 / 68.82
nor4_1: 10 / 62.56
o31ai_1: 9 / 67.56
nand4_1: 8 / 50.05
fa_1: 7 / 140.1
dfstp_2: 6 / 157.7
or3_1: 6 / 37.54
[logic make-up (layout without fill, tap and decap cells)]
kind of cell             after synthesis  count (layout)  share of synthesized area [%]
AND/OR/NAND/NOR                      300             300                          10.09
adder cells (fa/ha/maj)               53              53                          4.828
buffers and inverters                124             355                          4.440
flip-flops                           294             294                          49.78
XOR/XNOR                              47              47                          3.081
multiplexers                          67              67                          9.453
AND-OR/OR-AND                        331             331                          18.32
