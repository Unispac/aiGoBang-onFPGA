--- run.sh ---
#!/bin/bash
# OpenROAD 26Q1-2900-gdf79404cd8, Yosys 0.63+post, stock flow scripts
make -C /OpenROAD-flow-scripts/flow DESIGN_CONFIG=/design/flow/config.mk WORK_HOME=/design/flow/orfs finish
--- config.mk ---
export PLATFORM = sky130hd
export DESIGN_NAME = aiGo
export DESIGN_NICKNAME = aiGo
export VERILOG_FILES = /design/flow/design.v
export SDC_FILE = /design/flow/constraint.sdc
export NUM_CORES = 4
export LEC_CHECK = 1
export CORE_UTILIZATION = 30
--- constraint.sdc ---
current_design aiGo

set clk_period 60.2
set clk_io_pct 0.2

create_clock -name clk0 -period $clk_period [get_ports {clk}]

set non_clock_inputs [all_inputs -no_clocks]
set_input_delay [expr $clk_period * $clk_io_pct] -clock clk0 $non_clock_inputs
set_output_delay [expr $clk_period * $clk_io_pct] -clock clk0 [all_outputs]
--- design.v ---
`timescale 1ns / 1ps
module aiGo(reset,clk,humanIn,enable,AIOut,finish,x,y); 
input wire clk,enable;
input wire reset;
input wire [224:0] humanIn; 
output wire [224:0] AIOut;
output wire finish;
output reg[3:0]x,y;
reg isFinished;
reg [224:0]AI;
reg [9:0] target;
reg empty;
reg [9:0] humanPos;
reg [9:0] aiPos;
reg state;
reg [31:0] maxAi,maxHm,maxHmForAi,maxAiForHm;
reg [31:0] sumAi,sumHm;
reg [8:0] aAi,aHm,bAi,bHm,cAi,cHm,dAi,dHm,aAit,aHmt,bAit,bHmt,cAit,cHmt,dAit,dHmt;
wire [2:0] aTypeAi,aTypeHm,bTypeAi,bTypeHm,cTypeAi,cTypeHm,dTypeAi,dTypeHm;
wire [31:0] aValueAi,aValueHm,bValueAi,bValueHm,cValueAi,cValueHm,dValueAi,dValueHm;
reg firstIn;
reg firstValid;
reg jgClk;
assign AIOut[224:0]=AI[224:0];
assign finish=isFinished;
judgeChessForm aAiJudge(jgClk,aAi,aHmt,aTypeAi);
judgeChessForm aHmJudge(jgClk,aHm,aAit,aTypeHm);
judgeChessForm bAiJudge(jgClk,bAi,bHmt,bTypeAi);
judgeChessForm bHmJudge(jgClk,bHm,bAit,bTypeHm);
judgeChessForm cAiJudge(jgClk,cAi,cHmt,cTypeAi);
judgeChessForm cHmJudge(jgClk,cHm,cAit,cTypeHm);
judgeChessForm dAiJudge(jgClk,dAi,dHmt,dTypeAi);
judgeChessForm dHmJudge(jgClk,dHm,dAit,dTypeHm);
evaluate aAiEva(aTypeAi,aValueAi);
evaluate aHmEva(aTypeHm,aValueHm);
evaluate bAiEva(bTypeAi,bValueAi);
evaluate bHmEva(bTypeHm,bValueHm);
evaluate cAiEva(cTypeAi,cValueAi);
evaluate cHmEva(cTypeHm,cValueHm);
evaluate dAiEva(dTypeAi,dValueAi);
evaluate dHmEva(dTypeHm,dValueHm);
integer row,col;
integer i,j,k;
always @(posedge clk or negedge reset)
begin
	if(!reset)
		begin 
			firstIn<=1;
			AI<=0;
			AI[112]<=1;
			isFinished<=0;
		end 
	else if(enable)
		begin 
			if(firstIn==1)
				begin 
					x<=7;
					y<=7;
					isFinished<=1;
					firstIn<=0;
				end 
			else
				begin 
					if(isFinished)
						begin
							target<=0;
							isFinished<=0;
							state<=0;
							firstValid<=1;
							jgClk<=0;
						end
					else
						begin 
							if(state==0)
								begin 
									if(target==225)
										begin
											if(maxAi>maxHm)
												begin
													AI[aiPos]<=1;
													x<=aiPos/15;
													y<=aiPos%15;
												end
											else
												begin
													AI[humanPos]<=1;
													x<=humanPos/15;
													y<=humanPos%15;
												end
											 isFinished<=1;
											 target<=0;
										end
									else 
										begin 
											empty<=0;
											if(humanIn[target]==0&&AI[target]==0)
												begin 
													empty<=1;
													row=target/15;
													col=target%15;
														for(i=-4;i<=4;i=i+1)
														if(col+i<0||col+i>14)
															begin
																aHmt[i+4]<=1;
																aAit[i+4]<=1;
																aHm[i+4]<=0;
																aAi[i+4]<=0;
															end
														else 
															begin
																if(i==0)
																	begin
																		aHm[i+4]<=1;
																		aAi[i+4]<=1;
																		aHmt[i+4]<=0;
																		aAit[i+4]<=0;
																	end
																else
																	begin
																		aHm[i+4]<=humanIn[target+i];
																		aHmt[i+4]<=humanIn[target+i];
																		aAi[i+4]<=AI[target+i];
																		aAit[i+4]<=AI[target+i];
																	end
															end
														for(i=-4;i<=4;i=i+1)
														if(row+i<0||row+i>14)
															begin
																bHmt[i+4]<=1;
																bAit[i+4]<=1;
																bHm[i+4]<=0;
																bAi[i+4]<=0;
															end
														else 
															begin
																if(i==0)
																	begin
																		bHm[i+4]<=1;
																		bAi[i+4]<=1;
																		bHmt[i+4]<=0;
																		bAit[i+4]<=0;
																	end
																else
																	begin
																		bHm[i+4]<=humanIn[target+i*15];
																		bHmt[i+4]<=humanIn[target+i*15];
																		bAi[i+4]<=AI[target+i*15];
																		bAit[i+4]<=AI[target+i*15];
																	end
															end
														for(i=-4;i<=4;i=i+1)
														if(row+i<0||row+i>14||col+i<0||col+i>14)
															begin
																cHmt[i+4]<=1;
																cAit[i+4]<=1;
																cHm[i+4]<=0;
																cAi[i+4]<=0;
															end
														else 
															begin
																if(i==0)
																	begin
																		cHm[i+4]<=1;
																		cAi[i+4]<=1;
																		cHmt[i+4]<=0;
																		cAit[i+4]<=0;
																	end
																else
																	begin
																		cHm[i+4]<=humanIn[target+i*15+i];
																		cHmt[i+4]<=humanIn[target+i*15+i];
																		cAi[i+4]<=AI[target+i*15+i];
																		cAit[i+4]<=AI[target+i*15+i];
																	end
															end
														for(i=-4;i<=4;i=i+1)
														if(row+i<0||row+i>14||col-i<0||col-i>14)
															begin
																dHmt[i+4]<=1;
																dAit[i+4]<=1;
																dHm[i+4]<=0;
																dAi[i+4]<=0;
															end
														else 
															begin
																if(i==0)
																	begin
																		dHm[i+4]<=1;
																		dAi[i+4]<=1;
																		dHmt[i+4]<=0;
																		dAit[i+4]<=0;
																	end
																else
																	begin
																		dHm[i+4]<=humanIn[target+i*15-i];
																		dHmt[i+4]<=humanIn[target+i*15-i];
																		dAi[i+4]<=AI[target+i*15-i];
																		dAit[i+4]<=AI[target+i*15-i];
																	end
															end
														jgClk<=1;
												end 
												state<=~state;
												target<=target+1;
										end 
									end 
								else 
									begin 
										if(empty==1)
												begin
													sumAi=aValueAi+bValueAi+cValueAi+dValueAi;
													sumHm=aValueHm+bValueHm+cValueHm+dValueHm;
													if(firstValid)
														begin
															maxAi<=sumAi;
															maxAiForHm<=sumAi;
															maxHm<=sumHm;
															maxHmForAi<=sumHm;
															aiPos<=target-1;
															humanPos<=target-1;
															firstValid<=0;
														end
													else 
														begin
															if(sumAi>maxAi||(sumAi==maxAi&&sumHm>maxHmForAi))
																begin
																	maxAi<=sumAi;
																	maxHmForAi<=sumHm;
																	aiPos<=target-1;
																end
															if(sumHm>maxHm||(sumHm==maxHm&&sumAi>maxAiForHm))
																begin
																	maxHm<=sumHm;
																	maxAiForHm<=sumAi;
																	humanPos<=target-1;
																end
														end
												end
												jgClk<=0;
												state<=~state;
									end 
						end 
				end 
		end 
end
endmodule 
`timescale 1ns / 1ps
module evaluate(input wire [2:0]state,output reg [31:0]score);
integer i;
always @ (*)
begin
	for(i=0;i<32;i=i+1)
	begin
		if(state==7&&i==25)score[i]<=1;
		else if(state==6&&i==20)score[i]<=1;
		else if(state==5&&i==17)score[i]<=1;
		else if(state==4&&(i==16||i==17))score[i]<=1;
		else if(state==3&&i==15)score[i]<=1;
		else if(state==2&&i==13)score[i]<=1;
		else if(state==1&&i==12)score[i]<=1;
		else score[i]<=0;
	end
end
endmodule
`timescale 1ns / 1ps
module judgeChessForm(input wire clk,input wire	[8:0]A,input wire [8:0]B,output wire [2:0]typeOut);
integer cnt,addLeft,addRight,zeroLeft,zeroRight,zeroComplementLeft,zeroComplementRight,mark;
integer i;
reg [2:0] type;
initial begin
	type<=0;
end 
reg [2:0] realType;
assign typeOut=realType;
always @ (*)
begin
	realType<=type;
	cnt=1;
	addLeft=0;
	addRight=0;
	zeroLeft=0;
	zeroRight=0;
	zeroComplementLeft=0;
	zeroComplementRight=0;
	mark=0;
	for(i=3;i>=0;i=i-1)
	begin
		if(mark==0)
			begin
				if(A[i]==0)
					begin
						if(B[i]==0)
							begin
								mark=1;
								zeroLeft=1;
							end
						else mark=3;
					end
				else cnt=cnt+1;
			end
		else if(mark==1)
			begin
				if(A[i]==0&&B[i]==0)zeroLeft=zeroLeft+1;
				else if(A[i]==1)
					begin
						addLeft=1;
						mark=2;
					end
				else mark=3;
			end
		else if(mark==2)
			begin
				if(A[i]==1)addLeft=addLeft+1;				
				else 
					begin
						if(B[i]==0)
							begin
								zeroComplementLeft=1;
								mark=4;
							end
						else mark=3;
					end
			end
		else if(mark==4)
			begin
				if(A[i]==0&&B[i]==0)zeroComplementLeft=zeroComplementLeft+1;
				else mark=3;
			end
	end
	mark=0;
	for(i=5;i<=8;i=i+1)
	begin
		if(mark==0)
			begin
				if(A[i]==0)
					begin
						if(B[i]==0)
							begin
								mark=1;
								zeroRight=1;
							end
						else mark=3;
					end
				else cnt=cnt+1;
			end
		else if(mark==1)
			begin
				if(A[i]==0&&B[i]==0)zeroRight=zeroRight+1;
				else if(A[i]==1)
					begin
						addRight=1;
						mark=2;
					end
				else mark=3;
			end
		else if(mark==2)
			begin
				if(A[i]==1)addRight=addRight+1;				
				else 
					begin
						if(B[i]==0)
							begin
								zeroComplementRight=1;
								mark=4;
							end
						else mark=3;
					end
			end
		else if(mark==4)
			begin
				if(A[i]==0&&B[i]==0)zeroComplementRight=zeroComplementRight+1;
				else mark=3;
			end
	end
	if(cnt==5)type<=7;
	else if(cnt==4)
		begin
			if(zeroLeft>=1&&zeroRight>=1)type<=6;
			else if(zeroLeft+zeroRight>=1)type<=5;
			else type<=0;
		end	
	else if(cnt==3)
		begin
			if((zeroLeft==1&&addLeft>=1)||(zeroRight==1&&addRight>=1))type<=5;
			else if(zeroLeft+zeroRight<=1)type<=0;
			else if(zeroLeft==0||zeroRight==0)type<=3;
			else if(zeroLeft+zeroRight==2)type<=3;
			else if(zeroLeft+zeroRight>=3)type<=4;
		end
	else if(cnt==2)
		begin
			if((zeroLeft==1&&addLeft>=2)||(zeroRight==1&&addRight>=2))type<=5;
			else if(zeroLeft==1&&addLeft==1)
				begin
					if(zeroRight+zeroComplementLeft==0)type<=0;
					else if(zeroRight==0||zeroComplementLeft==0)type<=3;
					else if(zeroRight+zeroComplementLeft>=2)type<=4;
				end
			else if(zeroRight==1&&addRight==1)
				begin
					if(zeroLeft+zeroComplementRight==0)type<=0;
					else if(zeroLeft==0||zeroComplementRight==0)type<=3;
					else if(zeroLeft+zeroComplementRight>=2)type<=4;
				end
			else if((zeroLeft==2&&addLeft>=1)||(zeroRight==2&&addRight>=1))type<=3;
			else if(zeroLeft==0||zeroRight==0)type<=1;
			else if(zeroLeft+zeroRight>=4)type<=2;
			else if(zeroLeft+zeroRight<3)type<=0;
			else if(zeroLeft+zeroRight==3)type<=1;
		end
	else if(cnt==1)
		begin
			if((zeroLeft==1&&addLeft>=3)||(zeroRight==1&&addRight>=3))type<=5;
			else if(zeroLeft==1&&addLeft>=2)
				begin
					if(zeroRight+zeroComplementLeft==0)type<=0;
					else if(zeroRight==0||zeroComplementLeft==0)type<=3;
					else type<=4;
				end
			else if(zeroRight==1&&addRight>=2)
				begin
					if(zeroLeft+zeroComplementRight==0)type<=0;
					else if(zeroLeft==0||zeroComplementRight==0)type<=3;
					else type<=4;
				end
			else if((zeroLeft==2&&addLeft>=2)||(zeroRight==2&&addRight>=2))type<=3;
			else if(zeroLeft==1&&zeroRight==1&&addLeft>=1&&addRight>=1)type<=3;
			else if((A[4:0]==21&&B[4:0]==0)||(A[8:4]==21&&B[8:4]==0))type<=3;
			else if(zeroLeft==1&&addLeft==1)
				begin
					if(zeroComplementLeft+zeroRight<2)type<=0;
					else if(zeroComplementLeft==0||zeroRight==0)type<=1;
					else if(zeroComplementLeft+zeroRight==2)type<=1;
					else type<=2;
				end
			else if(zeroRight==1&&addRight==1)
				begin
					if(zeroComplementRight+zeroLeft<2)type<=0;
					else if(zeroComplementRight==0||zeroLeft==0)type<=1;
					else if(zeroComplementRight+zeroLeft==2)type<=1;
					else type<=2;
				end
			else if(zeroLeft==2&&addLeft==1)
				begin
					if(zeroComplementLeft+zeroRight==0)type<=0;
					else if(zeroComplementLeft==0||zeroRight==0)type<=1;
					else type<=2;
				end
			else if(zeroRight==2&&addRight==1)
				begin
					if(zeroComplementRight+zeroLeft==0)type<=0;
					else if(zeroComplementRight==0||zeroLeft==0)type<=1;
					else type<=2;
				end
			else if((zeroLeft==3&&addLeft==1)||(zeroRight==3&&addRight==1))type<=1;
			else type<=0;
		end
end
endmodule
==> flow_summary.toml <==
# flow metrics
[place]
portBuffers = 461
place_congestion = 1.17
dp_hpwl_mm = 459

[sta]
rsz0062_at_grt = "false"
finalHoldViolCount = 0
drv_slew = 0
whs_ns = 0.618
relSlewSlack_pct = 5.20
fin_setup_tns_ns = 0
unclocked_pins = 24
worst_slew_pin_slew_ns = 1.42
finalSetupViolations = 0
untimed_endpoints = 80
fmax_mhz = 56.9
finalCriticalPeriod_ns = 17.57
finalCritPeriodShare_pct = 29.2
fin_skew_ns = 0.0592

[job]
warnings = 128
maxCapViolCount = 0

[yosys]
ys_warn_count = 3
synth.avg_cell_area_um2 = 8.50
syn_area_um2 = 98200
ff_type = "edfxtp_1"
synth_flops = 482
async_reset_ff_share_pct = 47.1
synthCells = 11500
yosys_cells = 11500
ys_area_um2 = 98200
edf_count = 231
synth_cell_type_count = 123

[setup_path]
crit_chain = "clkdlybuf4s50_1 > mux2i_1 > a21oi_1 > buf_4 > mux2i_1 > nor3b_1 > a311o_1 > o221ai_1 > nand2_1 > o21ai_0 > o21ai_1 > buf_4 > and2_4 > buf_4 > buf_4"
cp-end-kind = "register"
crit_path_max_fanout = 56
start_kind = "input port"
r2r_cells = 39
slowest_stage = "o21ai_1"
crit_top_cell = "buf_4"
crit_type = "in -> reg"
crit_required_ns = 60.55
critPathArrivalTime_ns = 17.92
r2r_slack_ns = 46.84
timing.rr.end = "cAi[3]"
max_stage_delay_ns = 0.80
worstReg2RegStart = "target[2]"

[routing]
drtIter0Drc = 11700
met3WireLength_mm = 99.2
routed_wl_mm = 587
drc = 0
routed.top_layer = "met5"
wl_met2_mm = 226
firstDrtPassIters = 9
via_count = 107000
wire_per_inst_um = 35.8
via_per_inst = 6.54
drtAntennaViolNets = 0
wl_met1_mm = 209

[final_layout]
layout-drive-gt1-share_pct = 19.4
post-route-util_pct = 34.9
fillers = 33600
area_delta_synth_final_pct = 15.4

[clock_network]
cts_buffers = 54
clk_latency_ns = 0.72
cts_hold_buf = 0
cts_root_buf = "clkbuf_16"
post_cts_buffers = 0
htree_levels = 2
cts_buffer_depth = 3
clkTransAtPathRegs_ns = 0.07
cts_resized = 0
cts_tree = "built"

[floorplanning]
fp.dieH_um = 574
io_pins = 462
die-area_um2 = 330000
rows = 209
die-width_um = 574
coreArea_um2 = 325000
initCoreUtil_pct = 30.2

[global_routing]
grt_max_degree = 104
antenna_found_initial = 96
overflow = 0
grt_pass1_vias = 101000
grt_pass1_wl_mm = 810
grt_usage_pct = 36.1

[min_path]
hold_path_end = "firstIn"
min_path_cells = 2
min-delay-start = "firstIn"
hold_class = "reg -> reg"

[power_and_ir_drop]
p_per_area_nw_per_um2 = 15.3
vdd_ir_drop_max_uv = 24.2
leakage_nw = 45.0

[outcome]
outcome = "completed"
[cell usage after synthesis (23+ instances only)]
master,n,area (um^2)
ha_1,413,5170
nand2b_1,96,601
nor3_1,292,1460
mux2_2,184,2070
a22oi_1,40,300
o211ai_1,147,1100
nand3_1,310,1550
o21bai_1,40,300
a221oi_1,33,289
o21a_1,46,345
o22ai_1,308,1930
nor4_1,75,469
a211oi_1,276,2070
and2_1,204,1280
o32ai_1,24,210
nor2_1,965,3620
dfrtp_1,225,5630
a21o_1,273,2050
dlxtn_1,24,360
a21oi_1,769,3850
a21boi_0,29,218
a31oi_1,141,882
fa_1,46,921
nand2_1,1346,5050
or2_2,82,513
buf_1,207,777
mux2i_1,618,6190
or3_1,73,457
a211o_1,23,201
a2111oi_0,27,236
and3_1,109,682
nor2b_1,165,1030
nand3b_1,30,225
o221ai_1,44,385
clkbuf_1,634,2380
o21ai_0,614,3070
a311oi_1,38,333
xor2_1,103,902
mux4_2,1044,23500
o31ai_1,45,338
edfxtp_1,231,6940
nor3b_1,52,390
nand4_1,82,513
inv_1,355,1330
xnor2_1,247,2160
[where the power goes]
group          switching, mW  internal (mW)
Sequential            0.0147          0.349
Clock                  0.155          0.204
Combinational          0.648          0.358
[per-layer routing]
| metal | vias to the layer above | global-route usage, % |
|---|---|---|
| li1 | 45500 | - |
| met1 | 52100 | 42.5 |
| met2 | 7534 | 46.2 |
| met3 | 1919 | 24.8 |
| met4 | 129 | 23.8 |
| met5 | - | 8.38 |
[critical path: cells and delay by family]
kind	cells	cell delay, ns
AND/OR/NAND/NOR	3	0.71
buffers and inverters	5	2.48
multiplexers	2	0.74
AND-OR/OR-AND	5	1.83
[worst max-delay path by stage]
stage,from,endpoint,slack (ns),cells past startpoint
finish,humanIn[119],bAi[5],42.63,15
global route,humanIn[119],bAi[3],42.53,15
CTS,humanIn[21],bAi[3],43.16,15
[final cells by class]
cell class | instances | area, um^2 | area share (%)
diodes | 64 | 160 | 0.141
clock buffers | 67 | 1460 | 1.29
clock inverters | 32 | 410 | 0.362
inverters | 365 | 1400 | 1.23
multi-input cells | 9861 | 81200 | 71.7
flip-flops and latches | 482 | 13000 | 11.5
well taps | 4325 | 5410 | 4.77
repair buffers | 1198 | 10300 | 9.06
[registers in the layout (all words and copies together) (netlist names), 9 cells and up]
name and count:
target 10, AI 225, maxHmForAi 14, maxAiForHm 14, bAi 9, aHmt 9
cAit 9, humanPos 10, aAi 9, aiPos 10, cAi 9, bAit 9
maxHm 14, maxAi 14
[placed cells by master, fill, tap and decap left out, types with 225 or more instances in the layout]
master and count:
ha_1 410, nand3_1 310, buf_4 728, a21oi_1 763
clkdlybuf4s50_1 460, edfxtp_1 231, a211oi_1 273, dfrtp_1 225
nor3_1 291, mux2i_1 618, a21o_1 273, o22ai_1 308
mux4_2 1044, nand2_1 1345, nor2_1 954, inv_1 349
o21ai_0 608
[through the flow]
step | power [mW] | setup slack, ns | std cells | instance area [um^2]
detailed placement | 1.33 | 42.40 | 16200 | 111000
CTS | 1.69 | 43.16 | 16300 | 113000
global placement | 1.33 | 42.42 | 16200 | 111000
finish | 1.73 | 42.63 | 16400 | 113000
global route | 1.79 | 42.53 | 16400 | 113000
floorplan | 0.962 | 43.00 | 11600 | 98300
[logic make-up (layout without fill, tap and decap cells)]
family / count (synthesis) / after routing / synth area share (%)
adders and majority gates: 459 / 459 / 6.20
muxes: 1849 / 1849 / 32.4
and+or+nand+nor: 3996 / 3996 / 19.2
latches: 24 / 24 / 0.367
xor gates and xnor gates: 353 / 353 / 3.17
other: 1 / 96 / 0.00382
DFF: 458 / 458 / 12.9
AOI/OAI and AO/OA: 3172 / 3172 / 20.9
buffers and inverters: 1236 / 1662 / 4.81
Power is estimated from default activity; no workload was simulated.
